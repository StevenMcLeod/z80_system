$ cat /design/flow/run.sh
#!/bin/bash
# OpenROAD 26Q1-2900-gdf79404cd8, Yosys 0.63+post, stock flow scripts
make -C /OpenROAD-flow-scripts/flow DESIGN_CONFIG=/design/flow/config.mk WORK_HOME=/design/flow/orfs finish
$ cat /design/flow/config.mk
export PLATFORM = sky130hd
export DESIGN_NAME = addr_decoder
export DESIGN_NICKNAME = addr_decoder
export VERILOG_FILES = /design/flow/design.v
export SDC_FILE = /design/flow/constraint.sdc
export NUM_CORES = 4
export LEC_CHECK = 1
export CORE_AREA = 10 10 70 70
export DIE_AREA = 0 0 80 80
$ cat /design/flow/constraint.sdc
current_design addr_decoder

set clk_period 1.3
set clk_io_pct 0.2

create_clock -name clk0 -period $clk_period

set non_clock_inputs [all_inputs -no_clocks]
set_input_delay [expr $clk_period * $clk_io_pct] -clock clk0 $non_clock_inputs
set_output_delay [expr $clk_period * $clk_io_pct] -clock clk0 [all_outputs]
$ cat /design/flow/design.v
module addr_decoder (
    input logic[15:0]   addr,
    input logic         rd_n,
    input logic         wr_n,
    input logic         mreq_n,
    input logic         iorq_n,
    input logic         m1_n,
    input logic         disable_decode,
    output logic        memrd,
    output logic        memwr,
    output logic        iord,
    output logic        iowr,
    output logic        inta,
    output logic        rom_ena,
    output logic        ram_ena,
    output logic        obj_ena,
    output logic        tile_ena,
    output logic        io_ena,
    output logic        oport_ena
);
wire video_wr_decode_disable;
assign memrd = ~rd_n & ~mreq_n;
assign memwr = ~wr_n & ~mreq_n;
assign iord  = ~rd_n & ~iorq_n;
assign iowr  = ~wr_n & ~iorq_n;
assign inta  = ~m1_n & ~iorq_n;
assign rom_ena = (addr >= 16'h0000 && addr <= 16'h3FFF) && ~disable_decode;
assign ram_ena = (addr >= 16'h6000 && addr <= 16'h6BFF) && ~disable_decode;
assign obj_ena = (addr >= 16'h7000 && addr <= 16'h73FF) && ~disable_decode;
assign tile_ena = (addr >= 16'h7400 && addr <= 16'h77FF) && ~disable_decode;
assign io_ena = (addr >= 16'h7C00 && addr <= 16'h7DFF) && ~disable_decode;
assign oport_ena = (addr == 16'h7F00) && ~disable_decode;
endmodule : addr_decoder
==> results.json <==
{
  "fp.dieW_um": 80,
  "critPathMaxFanout": 2,
  "routedWlPerCell_um": 10.49,
  "hold_start": "addr[12]",
  "setup_viol": 2,
  "rsz0062_at_grt": "true",
  "outcome": "finished, violations left",
  "yosysUniqueCellTypes": 12,
  "finalClockPeriodUsage": 1.132,
  "n_fill_cell": 384,
  "yosysSeqAreaShare": 0,
  "critical_path.max_stage_delay_ns": 0.54,
  "report.final.slew_viol_count": 0,
  "syn-cell-area_sq_um": 132.6,
  "max-slew-margin-rel": 0.8525,
  "maxCapViolCount": 0,
  "grt_pass1_vias": 400,
  "std_cell_rows": 21,
  "wl_met3_um": 190,
  "hold_ws_ns": 0.7393,
  "wl_met2_um": 453,
  "worst_pin_slew_ns": 0.2193,
  "wirelength_um": 1185,
  "pin_count": 33,
  "final_cells": 113,
  "vias_per_cell": 3.301,
  "vdd_drop_max_uv": 52.53,
  "crit_required_ns": 1.04,
  "port-buffer-count": 33,
  "slowest_stage": "or4_4",
  "layout_min_cycle_time_ns": 1.471,
  "core-area_sq_um": 3416,
  "fp_util": 0.03883,
  "yosys_area_sq_um": 132.6,
  "final_area_sq_um": 616.8,
  "antenna_found_initial": 0,
  "layout_top_cells": "11 x buf_2, 11 x buf_6, 7 x dlygate4sd2_1, 7 x buf_4, 5 x nor2_1",
  "first_iter_violations": 0,
  "top_layer": "met3",
  "ctsHoldBuffers": 0,
  "routabilityCongestion": 0.7381,
  "drc": 0,
  "via_count": 373,
  "criticalPathCategory": "in -> out",
  "dp_hpwl_um": 939.6,
  "finalSetupTns_ns": -0.1920,
  "dieHeight_um": 80,
  "overflow": 0,
  "worst_ep_arrival_time_ns": 1.21,
  "diodes": 0,
  "powerDensity_nw_per_um2": 217.1,
  "timing.fmax_ghz": 0.6797,
  "ys_cells": 24,
  "syn_inst": 24,
  "chip_area_sq_um": 6400,
  "finalWorstSetupSlack_ns": -0.1711,
  "seq_cells": 0,
  "leakagePower_nw": 0.2936,
  "wl_met1_um": 541,
  "postRouteAntennaNets": 0,
  "avgSynthCellArea_sq_um": 5.526,
  "drtPass1Iterations": 1,
  "area_delta_synth_final_pct": 365.1,
  "drive_gt1_frac": 0.6567,
  "regArea_sq_um": 0,
  "cp-end-kind": "primary output",
  "dpl_cell_area_sq_um": 558.0,
  "clockBufferCount": 0,
  "grt_start_max_net_pins": 4,
  "ys_warn_count": 0,
  "crit_start": "addr[2]",
  "path_cells": "buf_6 -> nand4_1 -> or4_4 -> a21oi_2 -> buf_2",
  "grt_usage": 0.03094,
  "finalHoldViolations": 0,
  "violations": "negative setup slack",
  "warnings": 34,
  "hold_path.class": "in -> out",
  "grt_pass1_wl_um": 1683,
  "dpl.cell_count": 108,
  "crit_path_start_kind": "input pin"
}
where the power goes:
group / internal, mW / switching, mW / leakage [nW]
registers: 0 / 0 / 0
logic: 0.0858 / 0.0481 / 0.294
clock network: 0 / 0 / 0
total: 0.0858 / 0.0481 / 0.294
critical path: cells and delay by family:
family | cells | cell delay, ns
buf+inv | 2 | 0.19
compound gates | 1 | 0.13
simple gates | 2 | 0.63
cell families after synthesis:
kind of cell	synth area share
AOI/OAI and AO/OA	0.03770
buffers and inverters	0.02827
and+or+nand+nor	0.9339
metrics by stage:
stage          setup WS [ns]    util  power (mW)
5_1_grt              -0.2376  0.1806      0.1449
3_3_place_gp         -0.9179  0.1634      0.1203
4_1_cts              -0.1803  0.1575      0.1083
2_1_floorplan         0.1543       -     0.01275
3_5_place_dp         -0.9169  0.1634      0.1216
6_report             -0.1711  0.1806      0.1339
layout make-up:
class	count	area, sq um	area share
inverter	1	3.754	0.006085
timing repair buffer	43	352.8	0.5720
multi-input combinational	23	202.7	0.3286
tap	46	57.56	0.09331
layer usage:
layer | vias up | track usage
met5 | - | 0
met4 | 0 | 0
met3 | 0 | 0.02386
met2 | 26 | 0.04575
met1 | 165 | 0.03691
li1 | 182 | -
repair_timing:
item                       in CTS  in global routing
setup endpoints to repair      11                  8
gates resized                  81                 33
buffers inserted                3                  2
pin swaps                      17                 12
Yosys cell counts (all sizes together):
cell type | number | area share
nor3 | 3 | 0.11
nor4b | 2 | 0.13
or4 | 2 | 0.11
nor4 | 2 | 0.094
nor2 | 6 | 0.17
or2 | 1 | 0.047
inv | 1 | 0.028
and4 | 1 | 0.066
nand2 | 1 | 0.028
nand4 | 2 | 0.094
a21oi | 1 | 0.038
nand3 | 2 | 0.075
final timing paths:
check	end	depth (start not counted)
worst max-delay path	io_ena	5
worst min-delay path	ram_ena	3
No activity file was given, so power comes from the tool's default toggle rates.
