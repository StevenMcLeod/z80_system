==> design/flow/design.v <==
module framedoubler(
    input wire masterclk,
    input wire in_rst_n,
    input wire in_pixclk,
    input wire in_valid,
    input wire[2:0] in_r,
    input wire[2:0] in_g,
    input wire[1:0] in_b,
    input wire out_pixclk,
    input wire out_rst_n,
    output reg[3:0] out_r,
    output reg[3:0] out_g,
    output reg[3:0] out_b,
    output reg hsync, 
    output reg vsync
);
localparam IN_WIDTH = 256;
localparam IN_HEIGHT = 224;
localparam OUT_WIDTH = 640;
localparam OUT_HEIGHT = 480;
localparam BORDER_WIDTH = 64;
localparam BORDER_HEIGHT = 16;
localparam BORDER_R = 4'b1111;
localparam BORDER_G = 4'b0000;
localparam BORDER_B = 4'b0000;
localparam LINE_DELAY = NUM_FIFOS - 1;
localparam INVERTED_VIDEO = 1;
localparam OUT_HFP = 16;
localparam OUT_HSYNC = 96;
localparam OUT_HBP = 48;
localparam OUT_HTOTAL = OUT_HFP + OUT_HSYNC + OUT_HBP + OUT_WIDTH;
localparam HSYNC_ACTIVE = 0;
localparam OUT_VFP = 10;
localparam OUT_VSYNC = 2;
localparam OUT_VBP = 33;
localparam OUT_VTOTAL = OUT_VFP + OUT_VSYNC + OUT_VBP + OUT_HEIGHT;
localparam VSYNC_ACTIVE = 0;
localparam NUM_FIFOS = 3;
localparam FIFO_ENTRY_W = 8;
localparam FIFO_ADDR_W = $clog2(IN_WIDTH-1);
reg[FIFO_ENTRY_W-1 : 0] linebuf[0 : NUM_FIFOS-1][0 : IN_WIDTH-1];
reg[$clog2(NUM_FIFOS-1)-1 : 0] line_in_parity;
reg last_in_clk;
reg[FIFO_ADDR_W-1 : 0] in_ptr, out_ptr;
reg out_of_reset;
reg[$clog2(OUT_HTOTAL)-1:0] out_hcount;
reg[$clog2(OUT_VTOTAL)-1:0] out_vcount;
reg[$clog2(NUM_FIFOS-1)-1 : 0] line_out_parity;
reg pix_rep_count, line_rep_count;
wire hblk, vblk, cmpblk;
wire hborder, vborder, cmpborder;
always @(posedge masterclk)
begin
    last_in_clk <= in_pixclk;
    if(in_rst_n == 1'b0) begin
        in_ptr <= 0;
        line_in_parity <= 0;
    end else if(last_in_clk == 1'b0 && in_pixclk == 1'b1) begin
        if(in_valid == 1'b1) begin
            if(INVERTED_VIDEO == 0)
                linebuf[line_in_parity][in_ptr] <= {in_b, in_g, in_r};
            else
                linebuf[line_in_parity][in_ptr] <= ~{in_b, in_g, in_r};
            if(in_ptr == IN_WIDTH - 1) begin
                in_ptr <= 0;
                if(line_in_parity == NUM_FIFOS - 1)
                    line_in_parity <= 0;
                else
                    line_in_parity <= line_in_parity + 1;
            end else begin
                in_ptr <= in_ptr + 1;
            end
        end
    end
end
assign hblk = out_hcount >= OUT_WIDTH;
assign vblk = out_vcount >= OUT_HEIGHT;
assign cmpblk = hblk | vblk;
assign hborder = ~hblk && (
                        (out_hcount < BORDER_WIDTH)
                    ||  (out_hcount >= BORDER_WIDTH + 2*IN_WIDTH)
                );
assign vborder = ~vblk && (
                    out_vcount >= OUT_HEIGHT                         
                 );
assign cmpborder = hborder | vborder;
always @(posedge out_pixclk)
begin
    if(out_rst_n == 1'b0) begin
        out_of_reset <= 1'b0;
        out_hcount <= 0;
        out_vcount <= 0;
        out_ptr <= 0;
        pix_rep_count <= 0;
        line_rep_count <= 0;
        line_out_parity <= 0;
        out_r <= 0;
        out_g <= 0;
        out_b <= 0;
        hsync <= ~HSYNC_ACTIVE;
        vsync <= ~VSYNC_ACTIVE;
    end else if(out_of_reset == 1'b1) begin
        if(line_in_parity == LINE_DELAY) begin
            out_of_reset <= 1'b0;
            line_out_parity <= 0;
        end
    end else begin
        if(out_hcount < OUT_WIDTH + OUT_HFP) begin
            hsync <= ~HSYNC_ACTIVE;
        end else if(out_hcount < OUT_WIDTH + OUT_HFP + OUT_HSYNC) begin
            hsync <= HSYNC_ACTIVE;
        end else begin
            hsync <= ~HSYNC_ACTIVE;
        end
        if(out_vcount < OUT_HEIGHT + OUT_VFP) begin
            vsync <= ~VSYNC_ACTIVE;
        end else if(out_vcount < OUT_HEIGHT + OUT_VFP + OUT_VSYNC) begin
            vsync <= VSYNC_ACTIVE;
        end else begin
            vsync <= ~VSYNC_ACTIVE;
        end
        if(cmpblk) begin
            out_r <= 0;
            out_g <= 0;
            out_b <= 0;
        end else if(cmpborder) begin
            out_r <= BORDER_R;
            out_g <= BORDER_G;
            out_b <= BORDER_B;
        end else begin
            out_r <= {linebuf[line_out_parity][out_ptr][2:0], 1'b0};
            out_g <= {linebuf[line_out_parity][out_ptr][5:3], 1'b0};
            out_b <= {linebuf[line_out_parity][out_ptr][7:6], 2'b00};
        end
        if(~cmpblk && ~cmpborder) begin
            pix_rep_count <= ~pix_rep_count;
            if(pix_rep_count == 1'b1) begin
                if(out_ptr == IN_WIDTH - 1) begin
                    out_ptr <= 0;
                end else begin
                    out_ptr <= out_ptr + 1;
                end
            end
            if(pix_rep_count == 1'b1
            && out_ptr == IN_WIDTH - 1) begin
                line_rep_count <= ~line_rep_count;
            end
            if(pix_rep_count == 1'b1
            && out_ptr == IN_WIDTH - 1
            && line_rep_count == 1'b1) begin
                if(line_out_parity == NUM_FIFOS - 1)
                    line_out_parity <= 0;
                else
                    line_out_parity <= line_out_parity + 1;
            end
        end else begin
        end
        if(out_hcount == OUT_HTOTAL - 1) begin
            out_hcount <= 0;
            if(out_vcount == OUT_VTOTAL - 1) begin
                out_vcount <= 0;
            end else begin
                out_vcount <= out_vcount + 1;
            end
        end else begin
            out_hcount <= out_hcount + 1;
        end
    end
end
endmodule
==> design/flow/run.sh <==
#!/bin/bash
# OpenROAD 26Q1-2900-gdf79404cd8, Yosys 0.63+post, stock flow scripts
make -C /OpenROAD-flow-scripts/flow DESIGN_CONFIG=/design/flow/config.mk WORK_HOME=/design/flow/orfs finish
==> design/flow/config.mk <==
export PLATFORM = sky130hd
export DESIGN_NAME = framedoubler
export DESIGN_NICKNAME = framedoubler
export VERILOG_FILES = /design/flow/design.v
export SDC_FILE = /design/flow/constraint.sdc
export NUM_CORES = 4
export LEC_CHECK = 1
export CORE_UTILIZATION = 30
export SYNTH_MEMORY_MAX_BITS = 65536
==> design/flow/constraint.sdc <==
current_design framedoubler

set clk_period 18.4
set clk_io_pct 0.2

create_clock -name clk0 -period $clk_period [get_ports {masterclk}]
create_clock -name clk1 -period $clk_period [get_ports {out_pixclk}]

set non_clock_inputs [all_inputs -no_clocks]
set_input_delay [expr $clk_period * $clk_io_pct] -clock clk0 $non_clock_inputs
set_output_delay [expr $clk_period * $clk_io_pct] -clock clk0 [all_outputs]
==> results.py <==
# Synthesis and PnR figures
metrics = {
    "place": {
        "dpl.hpwl_um": 293000,
        "place_congestion": 0.942,
        "dp.cells": 14897,
        "port_buffers": 23,
    },
    "logic_synthesis": {
        "synthArstFlopShare": 0,
        "syn_area_um2": 162000,
        "top_logic_kind": "multiplexers",
        "ys_cells": 7884,
        "yosysChipArea_um2": 162000,
        "yosysUniqueCellTypes": 71,
        "synthCells": 7884,
        "ys.flop_type": "edfxtp_1",
        "synthXorXnorAreaFrac": 0.00184,
        "top_area_cell": "edfxtp_1",
        "numSynthFlops": 4148,
        "adder_share": 0.000695,
        "synth-edff-count": 4096,
        "synth.mux.area_fraction": 0.150,
        "ys_seq_frac": 0.766,
        "synth.area.top_cells": "edfxtp_1 (76%), mux4_2 (11%), mux2i_1 (3.1%)",
        "ys_sh_simple": 0.0261,
        "yosys.area_share.aoi": 0.0350,
        "syn_area_per_cell_um2": 20.5,
        "yosys_warnings": 1,
        "yosys.area.top_type_share": 0.759,
    },
    "clock_tree": {
        "cts.sinks": 4148,
        "cts_hold_buffers": 0,
        "postCtsSetupRepairBufs": 0,
        "clk_pin_slew_worst_paths_ns": 0.08,
        "cts-resized-gates": 0,
        "cts_tree": "done",
    },
    "power_and_ir_drop": {
        "comb_power_share": 0.011,
        "pwr-share-clk": 0.436,
        "p_int_uw": 15000,
        "pwr-share-seq": 0.553,
        "switching_power_uw": 3730,
        "peakVddDrop_mv": 0.0811,
        "power_density_nw_per_um2": 102,
        "p_sw_frac": 0.199,
        "leakage_uw": 0.0533,
    },
    "critical_path": {
        "crit_top_cell": "buf_4",
        "startpoint_type": "flop",
        "cp.arrival_ns": 7.68,
        "r2r_slack_ns": 10.93,
        "endpoint_kind": "flop",
        "cpPeakStageDelay_ns": 0.97,
        "reg2reg_from": "out_ptr[0]",
        "path_class": "reg -> reg",
        "reg2reg_to": "out_b[3]",
        "crit_chain": "buf_4 > buf_4 > buf_4 > buf_4 > buf_4 > buf_4 > mux4_2 > a221oi_1 > nor3_1 > o311ai_1 > buf_4 > o311ai_1 > a32o_1",
        "cp_slowest_cell": "a221oi_1",
        "worstPathRequired_ns": 18.61,
        "rr_worst_depth": 13,
        "cp_max_fo": 38,
    },
    "flow_run": {
        "drv_cap": 0,
        "warning_count": 49,
    },
    "die": {
        "die_x_um": 737,
        "core_area_um2": 537000,
        "die_y_um": 737,
        "chipArea_um2": 543000,
        "pin_count": 28,
        "fp_util": 0.302,
        "rows": 269,
    },
    "finish": {
        "final_cells": 15712,
        "drive_above_1_share": 0.208,
        "syn2layout_area_growth_pct": 13.6,
    },
    "final_timing": {
        "tightest_slew_ns": 1.24,
        "tns_ns": 0,
        "fin_skew_ns": 0.0479,
        "setup_viol": 0,
        "maxSlewHeadroom": 0.169,
        "hold_viol": 0,
        "final-max-slew-violation-count": 0,
        "grt_setup_unrepaired": "no",
    },
    "global_route": {
        "grt_pass1_vias": 90363,
        "grt_max_degree": 117,
        "grt_overflow_total": 0,
        "grt_pass1_wl_um": 658000,
        "grt_util_all_layers": 0.183,
        "antenna_found_initial": 35,
    },
    "detailed_routing": {
        "drt_iter0_drc": 5393,
        "drc": 0,
        "wl_um": 466000,
        "avgViaCountPerCell": 5.18,
        "firstDrtPassIters": 7,
        "vias": 81404,
        "wl_per_cell_um": 29.7,
        "antenna_left": 0,
    },
    "worst_hold_path": {
        "min_path_cells": 1,
        "min_to": "out_hcount[0]",
        "min-delay-start": "out_hcount[0]",
        "hold_class": "reg -> reg",
    },
    "outcome": {
        "outcome": "finished clean",
    },
}
through the flow:
stage               hold slack (ns)  total power, µW   util  instance area [µm²]  setup slack [ns]
global route                  0.507            19200  0.342               184000             10.49
finish                        0.486            18800  0.342               184000             10.93
global placement              0.455            10800  0.318               171000             10.62
detailed placement            0.463            10800  0.318               171000             10.55
CTS                           0.484            18900  0.342               184000             10.85
floorplan                     0.425            10700      -               162000              7.91
how the worst max path moves through the flow:
stage                 slack (ns)        to       start  cells after the start
after CTS                  10.85  out_b[3]  out_ptr[0]                     13
after global routing       10.49  out_b[3]  out_ptr[0]                     13
final                      10.93  out_b[3]  out_ptr[0]                     13
cell usage in the layout, fill, tap and decap left out, types with 20 or more instances in the layout:
cell             Yosys  layout
clkbuf_16            0     412
dfxtp_1             52      45
a22oi_1             42      42
mux2i_1            507     507
a211oi_1            43      43
clkinv_1             3      84
a21oi_1            132     132
o221ai_1           213     213
diode_2              0      79
clkinvlp_4           0      20
nand2_2              0      21
o22ai_1            149     149
nor2_1             611     604
mux4_1              58      58
edfxtp_1          4096    4096
o21ai_0            100     100
nor3_1              81      81
mux4_2             785     785
clkinv_2             0      86
nand3_1             75      63
bufinv_16            0      38
buf_4               65     297
nand2_1            144     121
clkdlybuf4s50_1      0      23
clkbuf_1           226      65
metal layers:
| layer | share of wire | up-vias | track usage |
|---|---|---|---|
| li1 | - | 33506 | - |
| met1 | 0.29 | 40770 | 0.174 |
| met2 | 0.46 | 6138 | 0.268 |
| met3 | 0.20 | 922 | 0.174 |
| met4 | 0.046 | 68 | 0.0689 |
| met5 | 0.0041 | - | 0.0338 |
cells in the mapped netlist (6+ instances only):
cell and n:
o31ai_1 7, and3_1 6, dfxtp_1 52, mux4_1 58, mux2_2 6, edfxtp_1 4096
nor2_1 611, mux2i_1 507, ha_1 9, buf_2 70, nand2_1 144, mux4_2 785
buf_6 90, a21oi_1 132, nor2b_1 17, buf_1 19, inv_1 22, nand3_1 75
xnor2_1 19, a211oi_1 43, clkbuf_1 226, a31oi_1 12, nor4_1 13, o21ai_0 100
a22oi_1 42, a21o_1 7, buf_8 21, and2_1 19, nand4_1 12, nor3_1 81
a2111oi_0 10, o211ai_1 13, buf_4 65, o22ai_1 149, a22o_1 16, o221ai_1 213
xor2_1 15, a221oi_1 16
area by class of cell:
class	instances	area [µm²]
Clock buffer	477	10600
Sequential cell	4148	124000
Antenna cell	79	198
Clock inverter	259	2480
Fill cell	49026	353000
Timing Repair Buffer	330	2660
Multi-Input combinational cell	3213	34900
Tap cell	7181	8980
Inverter	25	168
flip-flops by register name (all words and copies together), names as in the netlist:
name	cells
linebuf	4096
out_r	4
in_ptr	8
out_ptr	8
hsync	1
out_b	2
last_in_clk	1
out_vcount	10
vsync	1
line_rep_count	1
line_in_parity	1
out_g	3
out_hcount	10
line_out_parity	1
pix_rep_count	1
critical path: cells and delay by family (launching register included):
kind / cells / cell delay [ns]
AOI/OAI and AO/OA: 4 / 1.90
buffers and inverters: 7 / 3.80
DFF: 1 / 0.76
muxes: 1 / 0.60
and+or+nand+nor: 1 / 0.13
power by group through the flow:
stage | Sequential (µW) | Clock (µW) | Combinational [µW]
global route | 10400 | 8640 | 225
finish | 10400 | 8180 | 208
CTS | 10400 | 8280 | 209
kinds of logic after synthesis:
group	count (synthesis)
compound gates	807
xor+xnor	34
fa+ha+maj	9
buf+inv	525
flops	4148
mux	1356
other cells	1
simple gates	1004
Power figures rest on the tool's default switching activity, not on a simulated workload.
